--- flow/config.mk ---
export PLATFORM = sky130hd
export DESIGN_NAME = ProgCtr
export DESIGN_NICKNAME = ProgCtr
export VERILOG_FILES = /design/flow/design.v
export SDC_FILE = /design/flow/constraint.sdc
export NUM_CORES = 4
export LEC_CHECK = 1
export CORE_AREA = 10 10 92 92
export DIE_AREA = 0 0 102 102
--- flow/constraint.sdc ---
current_design ProgCtr

set clk_period 5.4
set clk_io_pct 0.2

create_clock -name clk0 -period $clk_period [get_ports {Clk}]

set non_clock_inputs [all_inputs -no_clocks]
set_input_delay [expr $clk_period * $clk_io_pct] -clock clk0 $non_clock_inputs
set_output_delay [expr $clk_period * $clk_io_pct] -clock clk0 [all_outputs]
--- flow/design.v ---
package ALU_def;
    typedef enum logic [2:0]{
       ADD	,    
	   XOR	,	 
	   SHIFT,    
	   AND	,	 
	   LW	,	 
	   SW	,	 
	   BNE	,	 
	   STP		 
    } ALU_CTRL;
endpackage
package ControlUnit_def;
    typedef enum{
       ADD = 0,
	   XOR = 1,
	   SHIFT = 2,
	   AND = 3,
	   LW = 4,
	   SW = 5,
	   BEQ = 6,
	   STP = 7
    } Opcode;
endpackage
package LUT_def;
    typedef enum logic[2:0]{
        LUT_SW,
        LUT_BNE,
        LUT_LW,
        LUT_STP
    } LUT_TYPE;
endpackage
module ProgCtr #(parameter L=10) (	    
  input              Reset,			    
                     Start, 
                     Clk,			    
                     BranchEn,	        
  input        [L-1:0] Target,	        
  output logic [L-1:0] ProgCtr            
  );
  always_ff @(posedge Clk)	            
	if(Reset)
	  ProgCtr <= 0;				        
	else if(BranchEn)    
	  ProgCtr <= Target + ProgCtr;	   
	else if(!Start)
	  ProgCtr <= ProgCtr + 'b1; 	        
endmodule
--- flow/run.sh ---
#!/bin/bash
# OpenROAD 26Q1-2900-gdf79404cd8, Yosys 0.63+post, stock flow scripts
make -C /OpenROAD-flow-scripts/flow DESIGN_CONFIG=/design/flow/config.mk WORK_HOME=/design/flow/orfs finish
==> impl_metrics.json <==
{
  "worst-endpoint-required_ns": 5.53,
  "clkLatencyLatePin_ns": 0.24,
  "ys_types": 37,
  "ctsHtreeMaxLevel": 1,
  "power_switching_mw": 0.0846,
  "dieArea_um2": 10400,
  "drt-initial-drc-count": 49,
  "cts_resized": 0,
  "antenna_left": 0,
  "cts_tree": "done",
  "die_h_um": 102,
  "wl_um": 2540,
  "synth_flops": 10,
  "clkPwrFrac_pct": 34.0,
  "yosysMostFrequentCell": "nand2_1",
  "internal_power_mw": 0.202,
  "cts_buffer_depth": 2,
  "timing_hold_violations_final": 0,
  "ir_drop_mv": 0.155,
  "hold_buffers": 0,
  "routed_via_density": 4.08,
  "path_cells": "clkdlybuf4s50_1, nand2b_1, ha_1, inv_1, fa_1, and2b_1, o21ai_2, a211oi_1, nor3_1, a311o_1",
  "area_leaders": "dfxtp_1 23%, ha_1 13%, a21oi_1 6.9%",
  "cp_slowest_cell": "clkdlybuf4s50_1",
  "finalCritPeriodShare_pct": 61.5,
  "busiest_layer": "met2",
  "slew_headroom_pct": 63.2,
  "grt_util_met1_pct": 7.27,
  "p_sw_share_pct": 29.6,
  "regMostFlops": "ProgCtr",
  "p_per_area_nw_per_um2": 230,
  "status": "finished clean",
  "cp_num_buf_inv": 2,
  "dpl_cell_area_um2": 1190,
  "grt_pass1_wl_um": 4440,
  "routabilityCongestion": 0.822,
  "yosysCellCount": 112,
  "grt.overflow.total": 0,
  "syn_inst": 112,
  "top_area_cell": "dfxtp_1",
  "end_kind": "flop",
  "fin_util_pct": 19.3,
  "die_w_um": 102,
  "reg_top3": "ProgCtr (10)",
  "use_met2_pct": 8.00,
  "grt_pass1_vias": 885,
  "met3_usage_pct": 1.77,
  "antenna_found_initial": 0,
  "wl_per_cell_um": 11.9,
  "syn_to_final_growth_pct": 42.7,
  "io-pin-count": 24,
  "crit_path_max_fanout": 13,
  "rsz0062_at_grt": "false",
  "cts_setup_buffers": 0,
  "pwr-share-seq_pct": 32.1,
  "syn_area_per_cell_um2": 7.80,
  "hpwl_um": 1990,
  "synth_area_um2": 873,
  "whs_ns": 0.477,
  "hold_path.class": "flop to flop",
  "p_leak_nw": 0.487,
  "cap_viol_max_count": 0,
  "stdcell_area_um2": 1250,
  "max_slew.worst_pin.slew_ns": 0.550,
  "cts.sinks": 10,
  "vias": 868,
  "arrival_ns": 3.45,
  "drv_slew": 0,
  "largest_reg_flops": 10,
  "dr.pass1.iters": 4,
  "cp-start-kind": "primary input",
  "drc_errors": 0,
  "fmax_mhz": 301,
  "clk_pin_slew_ns": 0.06,
  "async_reset_ff_share_pct": 0,
  "grt_max_degree": 14,
  "top_area_share_pct": 22.9,
  "core_um2": 6460,
  "drive_above_1_share_pct": 8.09,
  "tns_ns": 0,
  "synth-main-ff-cell": "dfxtp_1",
  "numPortBuffers": 23,
  "ys_area_um2": 873,
  "fp_util_pct": 13.5,
  "cp_top_family": "buffers and inverters",
  "finClkSkew_ns": 0.00672,
  "period_needed_ns": 3.32,
  "postSynthSeqShare_pct": 22.9,
  "num_rows": 29,
  "numCtsBuffers": 3,
  "critPathKind": "primary input to flop",
  "warnings": 25,
  "cpPeakStageDelay_ns": 0.61,
  "netlist_top_cells_count": "16 x nand2_1, 12 x a21oi_1, 10 x dfxtp_1",
  "n_antenna_cell": 0,
  "synth-edff-count": 0,
  "p_total_mw": 0.286,
  "finalSetupViolations": 0,
  "yosys_warnings": 1,
  "ctsRootBufferMaster": "clkbuf_8",
  "track_usage_pct": 5.23,
  "comb_power_share_pct": 33.9
}
[worst min-delay path: stages (launching register included)]
cell and delay (ns):
dfxtp_1 0.32, nand2_1 0.06, a21oi_1 0.05
[final cells by class]
class / count / area, um2
clock buffer: 4 / 55.1
sequential: 10 / 200
tap: 77 / 96.3
fill: 728 / 5210
inverter: 6 / 22.5
timing repair buffer: 24 / 238
multi-input combinational: 92 / 634
[per-stage QoR]
| step | cells | setup WS [ns] |
|---|---|---|
| after floorplan | 112 | 2.51 |
| after global placement | 209 | 1.86 |
| after detailed placement | 209 | 1.81 |
| after CTS | 213 | 2.06 |
| after global routing | 213 | 1.85 |
| final | 213 | 2.08 |
[cells in the final DEF, fill, tap and decap left out, types with 4 or more instances in the layout]
master           instances
a21oi_1                 12
and2_1                   7
clkbuf_8                 4
clkdlybuf4s50_1         23
dfxtp_1                 10
ha_1                     9
inv_1                    6
nand2_1                 16
nor2_1                   6
o21ai_0                  5
[cells by family after synthesis]
kind of cell,share of synthesized area (%)
buf+inv,4.44
fa+ha+maj,15.2
compound gates,28.4
mux,1.15
simple gates,26.9
xor+xnor,1.00
flops,22.9
[per-layer routing]
metal / routed length, um / vias up
met2: 1080 / 17
li1: - / 452
met4: 16 / 0
met3: 141 / 2
met1: 1310 / 397
met5: 0 / -
[power groups by stage]
stage	logic (mW)	clock network (mW)	registers (mW)
5_1_grt	0.110	0.105	0.0940
6_report	0.0970	0.0973	0.0920
4_1_cts	0.0989	0.0999	0.0922
[worst paths after layout]
| path | start | to | slack [ns] | depth (start not counted) |
|---|---|---|---|---|
| worst max-delay path | BranchEn | ProgCtr[8] | 2.08 | 10 |
| worst min-delay path | ProgCtr[2] | ProgCtr[2] | 0.48 | 2 |
| worst max register to register | ProgCtr[0] | ProgCtr[8] | 3.35 | 8 |
| worst min register to register | ProgCtr[2] | ProgCtr[2] | 0.48 | 2 |
No activity file was given, so power comes from the tool's default toggle rates.
