===== design/flow/design.v =====
package ALU_def;
    typedef enum logic [2:0]{
       ADD	,    
	   XOR	,	 
	   SHIFT,    
	   AND	,	 
	   LW	,	 
	   SW	,	 
	   BNE	,	 
	   STP		 
    } ALU_CTRL;
endpackage
package ControlUnit_def;
    typedef enum{
       ADD = 0,
	   XOR = 1,
	   SHIFT = 2,
	   AND = 3,
	   LW = 4,
	   SW = 5,
	   BEQ = 6,
	   STP = 7
    } Opcode;
endpackage
package LUT_def;
    typedef enum logic[2:0]{
        LUT_SW,
        LUT_BNE,
        LUT_LW,
        LUT_STP
    } LUT_TYPE;
endpackage
module DataMem #(parameter W=8, A=8)(
  input                 Clk,
                        Reset,
                        WriteEn,
  input       [A-1:0]   DataAddress,  
  input       [W-1:0]   DataIn,		  
  output logic[W-1:0]   DataOut
  );
  logic [W-1:0] Core[2**A];	 
  always_comb        
    DataOut = Core[DataAddress];
  always_ff @ (posedge Clk)		  
    if(Reset) begin
      Core[0]   <= 1;      
      Core[1]   <= 64;			
      Core[2]   <= 10;			
      Core[3]   <= 15;			
      Core[4]   <= 10'h20;		
      Core[5]   <= 61;			
      Core[6]   <= 62;			
      Core[7]   <= 63;			
  	end
    else if(WriteEn) 
      Core[DataAddress] <= DataIn;
endmodule

===== design/flow/run.sh =====
#!/bin/bash
# OpenROAD 26Q1-2900-gdf79404cd8, Yosys 0.63+post, stock flow scripts
make -C /OpenROAD-flow-scripts/flow DESIGN_CONFIG=/design/flow/config.mk WORK_HOME=/design/flow/orfs finish

===== design/flow/config.mk =====
export PLATFORM = sky130hd
export DESIGN_NAME = DataMem
export DESIGN_NICKNAME = DataMem
export VERILOG_FILES = /design/flow/design.v
export SDC_FILE = /design/flow/constraint.sdc
export NUM_CORES = 4
export LEC_CHECK = 1
export CORE_UTILIZATION = 40

===== design/flow/constraint.sdc =====
current_design DataMem

set clk_period 17.4
set clk_io_pct 0.2

create_clock -name clk0 -period $clk_period [get_ports {Clk}]

set non_clock_inputs [all_inputs -no_clocks]
set_input_delay [expr $clk_period * $clk_io_pct] -clock clk0 $non_clock_inputs
set_output_delay [expr $clk_period * $clk_io_pct] -clock clk0 [all_outputs]

==> flow_summary.yaml <==
# flow metrics
outcome:
  status: "finished clean"
clock_network:
  cts-resized-gates: 0
  cts_sinks: 2048
  ctsLongestPathBuffers: 3
  cts_setup_buffers: 0
  cts_buffers: 196
  htreeDepth: 4
  cts_hold_buf: 0
  cts_root_buffer: "clkbuf_16"
  cts_tree: "built"
  cts.clk_slew.worst_paths_ns: 0.06
synthesis:
  top_area_cell: "edfxtp_1"
  postSynthAreaPerCell_um2: 21.8
  yosysWarningCount: 1
  ys_seq_frac: 0.781
  synth.distinct_cells: 27
  yosys_area_mm2: 0.0787
  top_area_frac: 0.781
  syn_area_mm2: 0.0787
  synth_cells: 3607
  yosys_cells: 3607
  synth-seq-cells: 2048
  top_cells_by_area: "edfxtp_1 78%, mux4_2 15%, a22oi_1 2.4%, nor2_1 1.2%, a21oi_1 0.81%"
cells_and_area:
  max_flop_register: "Core"
  largest_register_ffs: 2048
  reg_top3: "Core x2048"
  postLayoutCoreUtil: 0.454
  nFillCells: 16000
  drive_gt1_frac: 0.251
  final_area_mm2: 0.0887
  syn_to_final_growth_pct: 12.7
power_and_ir_drop:
  switching_share: 0.210
  p_sw_mw: 2.06
  power.internal_mw: 7.76
  p_leak_nw: 26.9
  seqPwrFrac: 0.554
  p_clk_frac: 0.400
  ir_drop_mv: 0.0795
  power_frac_comb: 0.046
  power_density_mw_per_mm2: 111
global_routing:
  antenna_found_initial: 8
  grt_pass1_vias: 41000
  grt_first_pass_wirelength_um: 281000
  overflow: 0
  grt_max_degree: 133
  grt_usage: 0.216
timing:
  setup_tns_ns: 0
  worst_slew_pin_slew_ns: 1.24
  fmax_mhz: 80.0
  finalHoldViolCount: 0
  rsz0062_at_grt: "no"
  drv_slew: 0
  timing.final.crit_period_ns: 12.50
  period_used_share: 0.719
  setup_viol: 0
  slew_headroom: 0.159
route:
  vias_per_cell: 5.67
  drtIter0Drc: 2636
  antenna_left: 0
  totalWireLength_um: 191000
  wl_per_cell_um: 29.1
  drtPass1Iterations: 5
  dr_total_vias: 37300
  drc: 0
critical_path:
  crit_path_max_incr_delay_ns: 1.10
  start_kind: "input pin"
  cpMostUsedCell: "buf_4"
  slowest_stage: "o41ai_1"
  crit_chain: "buf_8 -> buf_4 -> buf_4 -> buf_12 -> mux4_2 -> a22oi_1 -> a21oi_1 -> o41ai_1 -> nand4_1 -> clkdlybuf4s50_1"
  cp_max_fo: 66
  endpoint_kind: "output port"
  critical_path_class: "input pin to output port"
  cp.arrival_ns: 9.02
  startpoint: "DataAddress[0]"
  crit_required_ns: 13.92
floorplan:
  fp.dieW_um: 446
  core_area_mm2: 0.195
  initial_core_util: 0.403
  die_h_um: 446
  io_pins: 27
  rows: 162
  die_area_mm2: 0.199
flow_run:
  warnings: 32
  cap_violations: 0
place:
  portBuffers: 26
  hpwl_um: 113000
  placed_cell_area_mm2: 0.0829
  gp_congestion: 0.867
min_path:
  hold_start: "DataIn[1]"
  hold_path.class: "input pin to register"
[power by group through the flow]
stage	clock network [mW]	registers (mW)	logic (mW)
finish	3.93	5.44	0.455
global route	4.18	5.44	0.488
CTS	4.00	5.44	0.463
[logic make-up (layout without fill, tap and decap cells)]
logic type,Yosys count,after routing,synth area share
AOI/OAI and AO/OA,422,422,0.0367
muxes,512,512,0.146
buffers and inverters,231,560,0.0136
and+or+nand+nor,394,394,0.0223
other,0,6,0
DFF,2048,2048,0.781
[metrics by stage]
| stage | instances | setup slack [ns] | hold WS [ns] | total power [mW] |
|---|---|---|---|---|
| after floorplan | 3607 | 8.65 | 3.58 | 5.79 |
| after global placement | 6215 | 4.74 | 3.94 | 6.01 |
| after detailed placement | 6215 | 4.84 | 3.95 | 6.01 |
| after CTS | 6560 | 4.81 | 3.05 | 9.90 |
| after global routing | 6564 | 4.63 | 3.07 | 10.1 |
| final | 6566 | 4.90 | 3.09 | 9.82 |
[placed cells by master (no fill, tap or decap), drive strengths merged, types with 4 or more instances in the layout]
master            n
a21o              6
a21oi           128
a22oi           256
and2             13
and3             34
buf             199
bufinv            4
clkbuf          264
clkdlybuf4s50    16
clkinv           68
diode             6
edfxtp         2048
inv               7
mux4            512
nand2            34
nand2b            5
nand4             8
nor2            252
nor2b             7
nor4              4
o41ai            32
or2               4
or3              25
[critical path, delay by kind of cell]
kind,cells,cell delay (ns)
simple gates,1,0.53
mux,1,0.58
buf+inv,5,2.61
compound gates,3,1.62
[worst paths after layout]
kind / to / slack [ns] / cells after the start
worst max-delay path: DataOut[0] / 4.90 / 10
worst min-delay path: Core[153][1] / 3.09 / 1
[Yosys cell counts (all sizes together)]
cell,instances
a21o,6
a21oi,128
a22oi,256
and2,13
and3,34
buf,95
clkbuf,136
edfxtp,2048
mux4,512
nand2,34
nand2b,5
nand3,2
nand3b,2
nand4,8
nor2,252
nor2b,7
nor3,2
nor3b,2
nor4,4
o41ai,32
or2,4
or3,25
[metal layers]
| metal | up-vias | GRT usage | share of wire |
|---|---|---|---|
| met5 | - | 0.00806 | 0.00094 |
| met4 | 10 | 0.0513 | 0.030 |
| met3 | 312 | 0.145 | 0.15 |
| met2 | 2049 | 0.317 | 0.48 |
| met1 | 19200 | 0.279 | 0.34 |
| li1 | 15700 | - | - |
[layout make-up]
cell class | instances | area, µm² | area share
clock inverter | 81 | 547 | 0.00616
tap | 2624 | 3280 | 0.0370
clock buffer | 264 | 5250 | 0.0591
multi-input combinational | 1328 | 16300 | 0.184
timing repair buffer | 215 | 1800 | 0.0203
sequential | 2048 | 61500 | 0.693
antenna | 6 | 15.0 | 0.000169
Power and IR drop assume default switching activity.
